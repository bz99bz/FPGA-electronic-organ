==> ./design.v <==
`timescale 1ns / 1ps
module clockDiv(input clk,
                input [31:0]div,
                output reg out);
    reg [31:0] count;
    reg inc;
    reg max;
    always begin  
        max = div >> 1;
        inc = (count > max);
    end
    always@(posedge clk) begin
        case(inc)
            1:begin
                count = 0;
                out = ~out;
            end
            0:begin
                count = count + 1;
            end
        endcase
    end
endmodule
==> ./run.sh <==
#!/bin/bash
# OpenROAD 26Q1-2900-gdf79404cd8, Yosys 0.63+post, stock flow scripts
make -C /OpenROAD-flow-scripts/flow DESIGN_CONFIG=/design/flow/config.mk WORK_HOME=/design/flow/orfs finish
==> ./config.mk <==
export PLATFORM = sky130hd
export DESIGN_NAME = clockDiv
export DESIGN_NICKNAME = clockDiv
export VERILOG_FILES = /design/flow/design.v
export SDC_FILE = /design/flow/constraint.sdc
export NUM_CORES = 4
export LEC_CHECK = 1
export CORE_AREA = 10 10 98 98
export DIE_AREA = 0 0 108 108
==> ./constraint.sdc <==
current_design clockDiv

set clk_period 2.6
set clk_io_pct 0.2

create_clock -name clk0 -period $clk_period [get_ports {clk}]

set non_clock_inputs [all_inputs -no_clocks]
set_input_delay [expr $clk_period * $clk_io_pct] -clock clk0 $non_clock_inputs
set_output_delay [expr $clk_period * $clk_io_pct] -clock clk0 [all_outputs]
==> results_dict.tcl <==
# flow metrics
set metrics [dict create \
    grt_pass1_wl_microns 1520 \
    io-pin-count 34 \
    root_buffer "clkbuf_8" \
    regToRegStartpoint "count[0]" \
    fp.dieH_microns 108 \
    tns_ns 0 \
    path_cells "clkdlybuf4s50_1, ha_1, o2111ai_1, or3_1" \
    gp_congestion 0.739 \
    holdBufCountCts 0 \
    crit_family "simple AND/OR/NAND/NOR gates" \
    synthCells 54 \
    drc_errors 0 \
    antenna_found_initial 0 \
    placed_area_sq_mm 0.00106 \
    fin_util_pct 14.9 \
    fin_total_pwr_uw 884 \
    tool_warnings 56 \
    period_used_pct 69.4 \
    grt_max_degree 10 \
    drive_above_1_share_pct 5.43 \
    grt_pass1_vias 371 \
    cts_tree "built" \
    final_layout_top_logic_cells "32 x dfxtp_1, 29 x conb_1, 10 x nor4_1" \
    ys_top_cells_by_area "dfxtp_1 79%, nor4_1 7.7%, edfxtp_1 3.7%" \
    end_kind "register" \
    ir_drop_uv 131 \
    status "finished clean" \
    yosysWarnings 1 \
    setup_viol 0 \
    clk_latency_ns 0.27 \
    max_freq_ghz 0.555 \
    rows 32 \
    dp_hpwl_microns 581 \
    worst_setup_path_start_kind "primary input" \
    top_area_share_pct 79.1 \
    cts_buffers 5 \
    die-area_sq_mm 0.0117 \
    cp.depth 4 \
    rsz0062_at_grt "false" \
    path_class "in -> reg" \
    clockBufferDepth 2 \
    synth_area_sq_um 810 \
    vias 385 \
    avgSynthCellArea_sq_um 15.0 \
    antenna_cells 0 \
    avgRoutedWirePerCell_microns 4.10 \
    avgViaCountPerCell 1.98 \
    port_buffers 2 \
    syn_to_final_growth_pct 41.1 \
    finClkSkew_ns 0.00421 \
    critPathLaunch "div[1]" \
    drt_pass1_iterations 2 \
    ff2ff_path_depth 4 \
    drv_cap 0 \
    fin_area_sq_mm 0.00114 \
    ys_chip_area_sq_um 810 \
    max_stage_delay_ns 0.42 \
    fp_util_pct 10.6 \
    core_sq_mm 0.00765 \
    cp_max_fo 4 \
    clock_sinks 33 \
    crit_path_end "out" \
    p_leak_nw 0.450 \
    synth.distinct_cells 10 \
    path_clk_slew_ns 0.06 \
    post_cts_buffers 0 \
    drtAntennaViolNets 0 \
    drv_slew 0 \
    crit_arrival_ns 1.83 \
    cpMaxStageDelayCell "or3_1" \
    finalWirelength_microns 796 \
    drt_iter0_markers 7 \
    groute.usage.overall_pct 1.61 \
    crit_required_ns 2.63 \
    layout_top_cell "dfxtp_1" \
    p_per_area_mw_per_mm2 774 \
    cts_resized 0 \
    ys_seq_share_pct 82.8 \
    yosys_cells 54 \
    rrSetupSlack_ns 1.07 \
    synth_top_cell_by_area "dfxtp_1" \
    grt_overflow 0 \
    layout_min_cycle_time_ns 1.80 \
    ys_ff 33 \
    dieWidth_microns 108 \
    worst-path-buf-inv 1 \
    cts_max_level 2 \
    rr_endpoint "out" \
    hold_path.class "reg -> reg" \
    hold_viol_final 0 \
]
-- flip-flops by register name, indices dropped and copies added (netlist names) --
name and flops:
count 32, out 1
-- worst reg2reg max path, stage by stage (launching register included) --
cell	delay [ns]
dfxtp_1	0.35
inv_1	0.05
ha_1	0.26
o2111ai_1	0.20
or3_1	0.42
-- through the flow --
step,hold slack (ns),instances,worst slack [ns]
2_1_floorplan,0.431,82,1.01
5_1_grt,0.508,194,0.735
4_1_cts,0.475,194,0.803
6_report,0.467,194,0.797
3_5_place_dp,0.466,186,0.503
3_3_place_gp,0.461,186,0.500
-- cell usage after synthesis --
cell / count
conb_1: 1
dfxtp_1: 32
edfxtp_1: 1
ha_1: 2
inv_1: 3
nand4_1: 1
nor4_1: 10
o2111ai_1: 1
or3_1: 2
xnor2_1: 1
-- how the worst min path moves through the flow --
| stage | startpoint | to | cells past startpoint |
|---|---|---|---|
| 4_1_cts | count[0] | count[0] | 1 |
| 5_1_grt | count[0] | count[0] | 1 |
| 6_report | count[0] | count[0] | 1 |
-- power breakdown --
group	total, mW	switching, mW	internal [mW]
Clock	0.338	0.148	0.189
Sequential	0.538	0.00525	0.532
Combinational	0.00928	0.00576	0.00352
-- metal layers --
layer	track usage (%)	wire length, microns	vias to the layer above
li1	-	-	232
met1	1.80	351	143
met2	2.28	345	6
met3	0.964	37	4
met4	1.05	61	0
met5	0	0	-
-- area by class of cell --
cell class | instances | area (sq um)
Clock buffer | 8 | 80.1
Fill cell | 827 | 6500
Inverter | 3 | 11.3
Multi-Input combinational cell | 46 | 233
Sequential cell | 33 | 671
Tap cell | 102 | 128
Timing Repair Buffer | 2 | 20.0
-- kinds of logic (layout without fill, tap and decap cells) --
group | after synthesis | after routing | share of synthesized area (%)
other | 1 | 29 | 0.463
and+or+nand+nor | 13 | 13 | 10.0
AOI/OAI and AO/OA | 1 | 1 | 1.08
adders and majority gates | 2 | 2 | 3.09
DFF | 33 | 33 | 82.8
xor gates and xnor gates | 1 | 1 | 1.08
buffers and inverters | 3 | 13 | 1.39
Power is estimated from default activity; no workload was simulated.
